<file path="./run.sh">
#!/bin/bash
# OpenROAD 26Q1-2900-gdf79404cd8, Yosys 0.63+post, stock flow scripts
make -C /OpenROAD-flow-scripts/flow DESIGN_CONFIG=/design/flow/config.mk WORK_HOME=/design/flow/orfs finish
</file>
<file path="./config.mk">
export PLATFORM = sky130hd
export DESIGN_NAME = ADC_top
export DESIGN_NICKNAME = ADC_top
export VERILOG_FILES = /design/flow/design.v
export SDC_FILE = /design/flow/constraint.sdc
export NUM_CORES = 4
export LEC_CHECK = 1
export CORE_UTILIZATION = 30
</file>
<file path="./constraint.sdc">
current_design ADC_top

set clk_period 2.6
set clk_io_pct 0.2

create_clock -name clk0 -period $clk_period [get_ports {clk_in}]

set non_clock_inputs [all_inputs -no_clocks]
set_input_delay [expr $clk_period * $clk_io_pct] -clock clk0 $non_clock_inputs
set_output_delay [expr $clk_period * $clk_io_pct] -clock clk0 [all_outputs]
</file>
<file path="./design.v">
module ADC_top #(
parameter ADC_WIDTH = 8      
)(
input	clk_in,				 
input	rstn,				 
input	analog_cmp,			 
output	analog_out,			 
output [ADC_WIDTH-1:0] digital_out,   
output  wire sample_rdy_i 		 
);
parameter 
ACCUM_BITS = 10,             
LPF_DEPTH_BITS = 3,          
INPUT_TOPOLOGY = 0;          
wire							clk;
wire							analog_out_i;
wire [ADC_WIDTH-1:0]			digital_out_i;
wire [ADC_WIDTH-1:0]			digital_out_abs;
assign clk=clk_in;
sigmadelta_adc #(
	.ADC_WIDTH(ADC_WIDTH),
	.ACCUM_BITS(ACCUM_BITS),
	.LPF_DEPTH_BITS(LPF_DEPTH_BITS)
	)
SSD_ADC(
	.clk(clk),
	.rstn(rstn),
	.analog_cmp(analog_cmp),
	.digital_out(digital_out_i),
	.analog_out(analog_out_i),
	.sample_rdy(sample_rdy_i)
	);
assign digital_out_abs = INPUT_TOPOLOGY ? ~digital_out_i : digital_out_i;   
assign digital_out   =  digital_out_abs;	  
assign analog_out    =  analog_out_i;
assign sample_rdy    =  sample_rdy_i;
endmodule
module box_ave #(
parameter ADC_WIDTH = 8,				 
parameter LPF_DEPTH_BITS = 4          
)(
input   clk,             
input   rstn,  
input	sample, 
input	[ADC_WIDTH-1:0]	raw_data_in, 
output reg [ADC_WIDTH-1:0]	ave_data_out, 
output data_out_valid  
);
reg [ADC_WIDTH+LPF_DEPTH_BITS-1:0]      accum;           
reg [LPF_DEPTH_BITS-1:0]                count;           
reg [ADC_WIDTH-1:0]  					raw_data_d1;     
reg sample_d1, sample_d2;                                
reg result_valid;                                        
wire latch_result;                                       
always @(posedge clk or negedge rstn)
begin
	if( ~rstn ) begin
		sample_d1 <= 0;	
		sample_d2 <= 0;
        raw_data_d1 <= 0;
		result_valid <= 0;
	end else begin
		sample_d1 <= sample;                 
		sample_d2 <= sample_d1;             
		raw_data_d1 <= raw_data_in; 	    
		result_valid <= latch_result;		
	end
end
assign		latch_result = sample && (count == 0);	 
always @(posedge clk or negedge rstn)
begin
	if( ~rstn ) begin
		count <= 0;	  
	end else begin
	    if (sample)	
	    	count <= count + 1;          
	end
end
always @(posedge clk or negedge rstn)
begin
	if( ~rstn ) begin
		accum <= 0;	
	end else begin
        if (sample)
            if(count == 0)                       
    		    accum <= raw_data_d1;            
            else
                accum <= accum + raw_data_d1;    
	end	
end
always @(posedge clk or negedge rstn)
begin
	if( ~rstn ) begin
        ave_data_out <= 0;
    end else if (latch_result) begin             
        ave_data_out <= accum >> LPF_DEPTH_BITS;	   
    end
end
assign data_out_valid = result_valid;        
endmodule
module sigmadelta_adc #(
parameter ADC_WIDTH = 8,               
parameter ACCUM_BITS = 10,             
parameter LPF_DEPTH_BITS = 3          
)(
input   clk,             
input   rstn,    
input   analog_cmp,         
output  analog_out, 
output [ADC_WIDTH-1:0] digital_out,    
output  sample_rdy 
);            
reg                         delta;           
reg [ACCUM_BITS-1:0]	    sigma;           
reg [ADC_WIDTH-1:0]	        accum;           
reg [ACCUM_BITS-1:0]	    counter;         
reg							rollover;        
reg							accum_rdy;       
always @ (posedge clk)
begin
    delta <= analog_cmp;         
end
assign analog_out = delta;       
always @ (posedge clk or negedge rstn)
begin
	if( ~rstn ) 
    begin
		sigma       <= 0;
		accum       <= 0;
		accum_rdy   <= 0;
    end else begin
        if (rollover) begin
            accum <= sigma[ACCUM_BITS-1:ACCUM_BITS-ADC_WIDTH];
            sigma <= delta;          
        end else begin
            if (&sigma != 1'b1)          
                sigma <= sigma + delta;  
        end
        accum_rdy <= rollover;      
    end
end
always @(posedge clk or negedge rstn)
begin
    if( ~rstn ) begin
        counter <= 0;
        rollover <= 0;
        end
    else begin
        counter <= counter + 1;        
        rollover <= &counter;          
        end
end
box_ave #(
    .ADC_WIDTH(ADC_WIDTH),
    .LPF_DEPTH_BITS(LPF_DEPTH_BITS))
box_ave (
    .clk(clk),
    .rstn(rstn),
    .sample(accum_rdy),
    .raw_data_in(accum),
    .ave_data_out(digital_out),
    .data_out_valid(sample_rdy)
);
endmodule
</file>
==> qor.yml <==
clock_tree:
  cts_made_buffers: 9
  cts.sinks: 62
  clkLatencyLatePin_ps: 330
  postCtsHoldBufs: 0
  cts-root-buf: "clkbuf_8"
  clockBufferDepth: 2
  htree_num_levels: 3
  cts_tree: "yes"
  cts_resized: 0
  postCtsSetupRepairBufs: 0
  clk_pin_slew_ps: 70
floorplanning:
  chipArea_um2: 9660
  die_h_um: 98.3
  rows: 34
  die_w_um: 98.3
  coreArea_um2: 8850
  initCoreUtil_pct: 31.4
  num_io_pins: 13
sta:
  max_freq_mhz: 515
  fin_ws_ps: 658
  final.period_utilization_pct: 74.7
  worstMarginPinSlew_ps: 718
  setup_viol: 0
  hold_ws_ps: 193
  period_minus_slack_ps: 1940
  finalSetupTns_ps: 0
  rsz0062_at_grt: "no"
  fin_skew_ps: 8.71
  finalHoldViolCount: 0
  slew_viol_final: 0
  relSlewSlack_pct: 52.1
detailed_routing:
  drc_errors: 0
  topRoutingLayerUsed: "met4"
  vias_per_cell: 4.67
  ant_nets: 0
  post_drt_wl_per_cell_um: 11.6
  wl_met1_um: 2280
  met2_length_um: 1890
  vias: 1756
  first_pass_iters: 16
  drtIter0Drc: 19
  antenna_cells: 0
  wl_met3_um: 162
  wl_um: 4380
layout:
  final_cells: 376
  final_util_pct: 37.2
  fillCellCount: 865
  layout_top_cell: "dfrtp_1"
  lay_top_cells: "dfrtp_1, nor2_1, nand2_1"
  drive_gt1_share_pct: 14.9
  syn_to_final_growth_pct: 18.2
yosys:
  synth-edff-count: 0
  ys_async_sr_fraction_pct: 98.4
  syn_area_um2: 2780
  synth.area.top_cells: "dfrtp_1, mux2_2, ha_1"
  numSynthFlops: 62
  netlist_instances: 241
  ys_seq_share_pct: 55.6
  synth_area_leader_cell: "dfrtp_1"
  yosysChipArea_um2: 2780
  synth_cell_type_count: 35
  ys_warn_count: 3
  ff_type: "dfrtp_1"
  syn_avg_cell_area_um2: 11.5
  synth_stat.cells: 241
  synth.top_cell.area_share_pct: 54.9
grt:
  grt_max_degree: 28
  antenna_found_initial: 0
  global_route.overflow_total: 0
  grt_pass1_vias: 1666
  grt_pass1_wl_um: 7670
  gr-usage-all-layers_pct: 10.0
pwr:
  power.density_nw_per_um2: 678
  p_leak_nw: 1.63
  peakVddDrop_uv: 327
placed_design:
  pre_cts_ws_ps: 703
  dp_hpwl_um: 2890
  io_buffers: 12
  gp_congestion: 0.820
  dp.cells: 360
outcome:
  status: "finished clean"
setup_path:
  start_kind: "flip-flop"
  reg2reg_from: "SSD_ADC.box_ave.accum[0]"
  r2r_cells: 8
  cp.arrival_ps: 2200
  worstSetupPathType: "reg2reg"
  cp.required_ps: 2860
  r2r-end: "SSD_ADC.box_ave.accum[10]"
  rrSetupSlack_ps: 660
  end_kind: "flip-flop"
  crit_fanout: 3
job:
  warning_count: 26
  drv_cap: 0
hold_path:
  hold_class: "in2async"
-- synth_stat cells, types with 2 or more instances --
| master | count |
|---|---|
| ha_1 | 13 |
| a21o_1 | 4 |
| and3_1 | 5 |
| nor3_1 | 2 |
| mux2i_1 | 4 |
| nand4_1 | 5 |
| nor2b_1 | 7 |
| a31oi_1 | 7 |
| dfrtp_1 | 61 |
| clkbuf_1 | 4 |
| and2_1 | 3 |
| mux2_2 | 15 |
| o21ai_0 | 8 |
| xnor2_1 | 8 |
| and4_1 | 2 |
| nand2b_1 | 5 |
| nor2_1 | 17 |
| nand3_1 | 8 |
| a211oi_1 | 2 |
| inv_1 | 10 |
| nand2_1 | 16 |
| a21oi_1 | 11 |
| xor2_1 | 12 |
-- where the power goes --
group	switching, W	total, W	internal [W]	leakage, nW
sequential	0.0000551	0.00107	0.00102	0.839
combinational	0.0000711	0.000131	0.0000604	0.671
clock	0.000384	0.00103	0.000641	0.124
total	0.000510	0.00223	0.00172	1.63
-- metrics by stage --
stage | power [W] | area [um2]
3_5_place_dp | 0.00123 | 3040
6_report | 0.00223 | 3290
5_1_grt | 0.00234 | 3290
2_1_floorplan | 0.00117 | 2780
4_1_cts | 0.00227 | 3290
3_3_place_gp | 0.00122 | 3040
-- cell families after synthesis --
| kind of cell | Yosys count | synth area share (%) |
|---|---|---|
| xor+xnor | 20 | 6.30 |
| fa+ha+maj | 14 | 6.56 |
| compound gates | 41 | 9.49 |
| simple gates | 70 | 12.5 |
| flops | 62 | 55.6 |
| mux | 19 | 7.51 |
| buf+inv | 15 | 2.07 |
-- final cells by class --
cell class                 count  area [um2]  share of cell area [%]
clock buffer                   9         124                    3.77
tap                          108         135                    4.11
multi-input combinational    164        1180                    35.8
timing repair buffer          16         145                    4.41
inverter                      10        37.5                    1.14
clock inverter                 7         121                    3.69
sequential                    62        1550                    47.0
-- worst max-delay path by stage --
stage / from / end / cells after the start
after CTS: SSD_ADC.box_ave.accum[0] / SSD_ADC.box_ave.accum[10] / 8
after global routing: SSD_ADC.box_ave.accum[0] / SSD_ADC.box_ave.accum[10] / 8
final: SSD_ADC.box_ave.accum[0] / SSD_ADC.box_ave.accum[10] / 8
-- worst max-delay path, cell delays in order, from the launching register on --
cell	delay, ps
dfrtp_1	390
ha_1	210
inv_1	80
fa_1	190
nand2b_1	140
a21oi_2	70
o311a_1	370
o211ai_1	220
mux2i_1	200
-- per-layer routing --
| metal | vias up | global-route usage, % |
|---|---|---|
| met3 | 5 | 3.20 |
| met1 | 834 | 15.1 |
| met5 | - | 0 |
| met2 | 26 | 15.1 |
| li1 | 891 | - |
| met4 | 0 | 1.15 |
-- registers in the layout, summed over array words and instances (netlist names) --
register,cells
SSD_ADC.box_ave.accum,11
SSD_ADC.counter,10
SSD_ADC.sigma,10
SSD_ADC.accum,8
SSD_ADC.box_ave.ave_data_out,8
SSD_ADC.box_ave.raw_data_d1,8
SSD_ADC.box_ave.count,3
SSD_ADC.accum_rdy,1
SSD_ADC.box_ave.result_valid,1
SSD_ADC.delta,1
SSD_ADC.rollover,1
Power and IR drop assume default switching activity.
